==> ./config.mk <==
export PLATFORM = sky130hd
export DESIGN_NAME = SEU
export DESIGN_NICKNAME = SEU
export VERILOG_FILES = /design/flow/design.v
export SDC_FILE = /design/flow/constraint.sdc
export NUM_CORES = 4
export LEC_CHECK = 1
export CORE_AREA = 10 10 76 76
export DIE_AREA = 0 0 86 86
==> ./design.v <==
`timescale 1ns / 1ps
module SEU(seu, ins, value);
	input [1:0] seu;
	input [25:0] ins;
	output reg [63:0] value;
	wire [11:0] ALUImm = ins[21:10];
	wire [8:0] DTAddress = ins[20:12];
	wire [25:0] BRAddress = ins[25:0];
	wire [19:0] CBAddress = ins[23:5]; 
	always@(seu, ins)
	begin
		case(seu)
			2'b00: value <= {52'b0, ALUImm};
			2'b01: value <= {{36{BRAddress[25]}}, BRAddress, 2'b0};
			2'b10: value <= {{43{CBAddress[18]}}, CBAddress, 2'b0};
			2'b11: value <= {{55{DTAddress[8]}}, DTAddress};
		endcase
	end
endmodule
==> ./run.sh <==
#!/bin/bash
# OpenROAD 26Q1-2900-gdf79404cd8, Yosys 0.63+post, stock flow scripts
make -C /OpenROAD-flow-scripts/flow DESIGN_CONFIG=/design/flow/config.mk WORK_HOME=/design/flow/orfs finish
==> ./constraint.sdc <==
current_design SEU

set clk_period 2.8
set clk_io_pct 0.2

create_clock -name clk0 -period $clk_period

set non_clock_inputs [all_inputs -no_clocks]
set_input_delay [expr $clk_period * $clk_io_pct] -clock clk0 $non_clock_inputs
set_output_delay [expr $clk_period * $clk_io_pct] -clock clk0 [all_outputs]
==> Slide: Implementation Results <==
Implementation Results

Outcome
  • Status: finished, final reports clean

Final layout
  • Sequential cell count: 0
  • Final Util: 42.0%
  • Storage element area: 0 um2
  • Fin cells: 212
  • Fin area: 1730 um2
  • Fillers: 383
  • # clk buffers: 0
  • Fraction of layout cells with a size suffix above 1: 19.8%
  • Comb area: 564 um2
  • Area growth from synthesis to layout: 86.5%

Synth
  • Ys Warns: 1
  • Top cells by count: buf_4, mux2i_1, mux4_2
  • Mean Syn Cell Area: 9.00 um2
  • Area leader, netlist: buf_4
  • YS chip area: 927 um2
  • Cell count after synthesis: 103
  • Post-synthesis cell type count: 19
  • Netlist Area Pre-Place: 927 um2
  • Register share after synthesis: 0%
  • Yosys Instances: 103
  • Ranking of synthesized cells by area: buf_4, mux4_2, mux2i_1
  • Most frequent cell after synthesis: buf_4
  • Max-area cell share: 30.8%

Power and ir drop
  • LEAKAGE: 0.672 nW
  • Worst vdd ir: 0.0856 mV
  • PwrDens: 189 nW/um2
  • Pwr Total: 0.327 mW

Worst hold path
  • Hold-critical path depth: 4
  • Hold Crit Class: input pin to output port

Placed design
  • Post-DP HPWL: 2750 um
  • Pre-CTS setup slack: 57.3 ps
  • GPL Wtd Cong: 0.808
  • Placed insts: 206
  • IO buf count: 92
  • Placement Cell Area: 1610 um2

Worst setup path
  • Most Frequent Cell on Critical Path: clkdlybuf4s50_1
  • Max FO, Critical Path: 9
  • Critical Path Slowest Stage Cell: clkdlybuf4s50_1
  • Setup CP Type: input pin to output port
  • Critical Path AT: 2070 ps
  • CP required: 2240 ps
  • Cells along the critical path: clkdlybuf4s50_1 > nand3b_4 > o21ai_4 > buf_12 > buf_6 > clkdlybuf4s50_1
  • CP endpoint kind: output port
  • Worst path max stage delay: 520 ps
  • Worst setup SP type: input pin

Die
  • Die Height: 86 um
  • Full die area: 7400 um2
  • I/O Pins: 92
  • Die Width: 86 um
  • FP Rows: 23
  • Core Util at FP: 22.5%
  • Core Area: 4120 um2

STA
  • Hold WS: 1900 ps
  • Worst-Margin Slew: 256 ps
  • Period utilisation layout: 93.8%
  • Final hold violation count: 0
  • Worst setup margin: 174 ps
  • Max-slew violations: 0
  • Final setup fails: 0
  • Crit path time final: 2630 ps
  • Setup Total Neg Slack: 0 ps
  • Max Freq: 381 MHz
  • Slew HR: 82.5%
  • RSZ-0062 raised after global routing: no

Route
  • Post-DR wirelength/cell: 17.0 um
  • Ant diodes: 0
  • Routed WL: 3600 um
  • # DRC: 0
  • ANT nets after route: 0
  • DRT iter0 DRCs: 38
  • DR vias/cell: 4.50
  • Via Count: 954
  • DRT Pass-1 Iters: 4

Global routing
  • GR Util All Layers: 8.38%
  • Largest net degree at the start of global routing: 38
  • Initial antenna violation count: 0
  • GRT overflow: 0
  • Vias in the first global route: 965
  • First-pass GRT wire length: 5210 um

Clocking
  • Hold buffer count at cts: 0

Job
  • OpenROAD warnings: 32
  • Max Cap Viol: 0
final timing paths:
path                    start         to  slack, ps
worst min-delay path   seu[0]  value[18]       1900
worst max-delay path  ins[23]  value[27]        170
layout by cell type (no fill, tap or decap):
cell type,n
o21ai_4,1
clkbuf_16,2
a21oi_2,7
nand3_1,2
nand2b_1,8
a21oi_1,1
nand2_4,1
nand3b_4,1
inv_1,1
a31oi_1,7
o21ai_1,6
nand3b_1,1
buf_6,4
nand2_1,3
buf_4,3
mux2i_1,9
mux4_2,9
o21ai_0,1
buf_12,3
clkdlybuf4s50_1,89
dlymetal6s2s_1,2
buf_2,1
worst max-delay path: cells and delay by family:
kind,cells,cell delay (ps)
compound gates,1,100
buf+inv,4,1270
simple gates,1,140
final cells by class:
class                           count  share of cell area, %
Multi-Input combinational cell     57                   32.6
Timing Repair Buffer              104                   63.5
Tap cell                           50                   3.62
Inverter                            1                  0.217
routing by layer:
layer / share of wire, % / wire (um) / GRT usage [%] / vias to the layer above
li1: - / - / - / 453
met1: 36 / 1290 / 10.4 / 432
met2: 45 / 1630 / 12.0 / 69
met3: 19 / 672 / 6.29 / 0
met4: 0 / 0 / 0 / 0
met5: 0 / 0 / 0 / -
power by group:
part / total, mW / internal (mW) / switching [mW]
registers: 0 / 0 / 0
logic: 0.327 / 0.235 / 0.0914
clock network: 0 / 0 / 0
cells by family after synthesis:
family / after synthesis / share of synthesized area [%]
buf+inv: 46 / 40.3
simple gates: 16 / 11.9
compound gates: 23 / 16.2
mux: 18 / 31.6
repair_timing:
| action | in CTS | in global routing |
|---|---|---|
| setup buffers | 0 | 1 |
| resized | 0 | 4 |
| setup endpoints to repair | 0 | 47 |
Power figures rest on the tool's default switching activity, not on a simulated workload.
